===== ./config.mk =====
export PLATFORM = sky130hd
export DESIGN_NAME = alu
export DESIGN_NICKNAME = alu
export VERILOG_FILES = /design/flow/design.v
export SDC_FILE = /design/flow/constraint.sdc
export NUM_CORES = 4
export LEC_CHECK = 1
export CORE_AREA = 10 10 70 70
export DIE_AREA = 0 0 80 80

===== ./constraint.sdc =====
current_design alu

set clk_period 1.8
set clk_io_pct 0.2

create_clock -name clk0 -period $clk_period

set non_clock_inputs [all_inputs -no_clocks]
set_input_delay [expr $clk_period * $clk_io_pct] -clock clk0 $non_clock_inputs
set_output_delay [expr $clk_period * $clk_io_pct] -clock clk0 [all_outputs]

===== ./design.v =====
`timescale 1ns / 1ps
module alu(a,b,cin,sel,y,cout);
input  wire a,b,cin;
input  wire [2:0] sel;
output reg  y,cout;
always @(*) begin
    y    = 1'b0;
    cout = 1'b0;
    case (sel)
        3'b000: begin
            {cout, y} = a + b + cin;         
        end
        3'b001: begin
            {cout, y} = a + (~b) + cin;      
        end
        3'b010: begin
            y = a & b;                       
        end
        3'b011: begin
            y = ~a;                          
        end
        3'b100: begin
            y = a & b;                       
        end
        3'b101: begin
            y = a | b;                       
        end
        3'b110: begin
            y = a ^ b;                       
        end
        3'b111: begin
            y = ~(a ^ b);                    
        end
        default: begin
            y    = 1'b0;
            cout = 1'b0;
        end
    endcase
end
endmodule

===== ./run.sh =====
#!/bin/bash
# OpenROAD 26Q1-2900-gdf79404cd8, Yosys 0.63+post, stock flow scripts
make -C /OpenROAD-flow-scripts/flow DESIGN_CONFIG=/design/flow/config.mk WORK_HOME=/design/flow/orfs finish

==> impl_metrics.sql <==
-- metrics for the results database
INSERT INTO impl_metrics (metric_group, metric, value, unit) VALUES
('place', 'numPortBuffers', '8', ''),
('floorplanning', 'ioPinCount', '8', ''),
('sta', 'finalCriticalPeriod', '2.12', 'ns'),
('synth', 'synth_xor_xnor_area_share', '0', ''),
('floorplanning', 'floorplanUtilization', '0.0443', ''),
('synth', 'syn-instance-count', '15', ''),
('route', 'routed-via-count', '151', ''),
('outcome', 'outcome', 'finished, violations left', ''),
('outcome', 'violations', 'setup timing', ''),
('sta', 'layout_setup_ws', '-0.317', 'ns'),
('synth', 'adder_share', '0.430', ''),
('synth', 'synth.lib_cells_used.distinct', '10', ''),
('worst_hold_path', 'worst_min_path_start', 'sel[0]', ''),
('setup_path', 'critPathRequiredTime', '1.44', 'ns'),
('synth', 'postSynthSeqShare', '0', ''),
('floorplanning', 'floorplan.die_area', '6400', 'um2'),
('synth', 'ys_top_cells_by_count', 'inv_1 (3), fa_1 (2), ha_1 (2), mux2i_1 (2)', ''),
('route', 'route.detailed.drc', '0', ''),
('setup_path', 'critical_path_buf_inv_count', '2', ''),
('setup_path', 'cp_slowest_stage_delay', '0.54', 'ns'),
('worst_hold_path', 'hold-path-endpoint', 'y', ''),
('cells_and_area', 'fraction_of_final_layout_cells_with_drive_strength_greater_than_1', '0.481', ''),
('synth', 'ys_chip_area', '151', 'um2'),
('synth', 'synth.avg_cell_area', '10.1', 'um2'),
('clock_network', 'cts-hold-fix-buffers', '0', ''),
('synth', 'synth.yosys.num_cells', '15', ''),
('cells_and_area', 'register_area', '0', 'um2'),
('synth', 'yosys.area.top_type', 'fa_1', ''),
('global_route', 'largest_net_degree_at_the_start_of_global_routing', '5', ''),
('floorplanning', 'die-width', '80', 'um'),
('synth', 'synthMostInstantiatedCell', 'inv_1', ''),
('global_route', 'grt.overflow.total', '0', ''),
('floorplanning', 'die_h', '80', 'um'),
('worst_hold_path', 'worstHoldPathCells', '3', ''),
('sta', 'tightestPinTransition', '0.158', 'ns'),
('sta', 'slew_viol_final', '0', ''),
('sta', 'grt_setup_unrepaired', 'yes', ''),
('sta', 'timing.final.hold_violations', '0', ''),
('setup_path', 'setup.worst_path.class', 'input pin to output port', ''),
('clock_network', 'number_of_setup_buffers_added_after_cts', '0', ''),
('cells_and_area', 'seq_cells', '0', ''),
('power_and_ir_drop', 'powerDensity', '192', 'nW/um2'),
('sta', 'timing.final.setup_violations', '1', ''),
('power_and_ir_drop', 'finalPower', '61.2', 'uW'),
('route', 'postRouteWirelength', '494', 'um'),
('global_route', 'grt_first_pass_wirelength', '807', 'um'),
('place', 'finalWeightedCongestion', '0.658', ''),
('synth', 'synth_compound_gate_area_share', '0.0826', ''),
('setup_path', 'cp_max_fo', '3', ''),
('flow_run', 'maxCapViolations', '0', ''),
('worst_hold_path', 'worst_hold_path_type', 'input pin to output port', ''),
('sta', 'final_min_period_over_clock_period', '1.18', ''),
('setup_path', 'worstSetupStartpointType', 'input pin', ''),
('route', 'drt-wirelength-per-cell', '6.77', 'um'),
('route', 'antenna_cells_inserted', '0', ''),
('sta', 'slew-limit-headroom', '0.891', ''),
('synth', 'netlist_area', '151', 'um2'),
('setup_path', 'worst_path_max_delay_cell', 'fa_1', ''),
('flow_run', 'log.warning_count', '37', ''),
('setup_path', 'setup.worst_path.end_class', 'output port', ''),
('synth', 'ys_sh_mux', '0.355', ''),
('global_route', 'global_route.usage.total', '0.0155', ''),
('global_route', 'antenna_found_initial', '0', ''),
('route', 'final_antenna_net_count', '0', ''),
('synth', 'biggest_area_contributors_in_the_synthesized_netlist', 'fa_1 (26%), ha_1 (17%), mux4_2 (15%)', ''),
('route', 'detail_route.iter0.violations', '1', ''),
('sta', 'fin_tns_setup', '-0.317', 'ns'),
('floorplanning', 'num_rows', '21', ''),
('setup_path', 'critical_path.cell_chain', 'buf_8, fa_1, nor2_2, a21o_1, mux4_2, buf_2', ''),
('route', 'route.detailed.vias_per_inst', '2.07', ''),
('synth', 'synth-warning-count', '1', '');
timing repair:
item,CTS,global route
hold endpoints to repair,0,0
endpoints found under the setup margin,2,2
gates resized,25,4
pin swaps,3,3
power breakdown:
part           internal, mW  switching (mW)  leakage [nW]  total (mW)
logic                0.0372          0.0239         0.141      0.0612
registers                 0               0             0           0
clock network             0               0             0           0
metal layers:
metal	track usage	vias up	wire [um]
met4	0	0	0
li1	-	76	-
met5	0	-	0
met3	0.0125	0	106
met2	0.0185	7	147
met1	0.0219	68	240
kinds of logic after synthesis:
kind of cell | after synthesis
simple gates | 2
mux | 4
fa+ha+maj | 4
compound gates | 2
buf+inv | 3
metrics by stage:
step	instance area (um2)	hold slack, ns	std cells	util	setup WS, ns
after detailed placement	319	1.74	73	0.0934	-1.03
after floorplan	151	0.736	15	-	-0.0235
final	319	1.28	73	0.0934	-0.317
after global placement	319	1.75	73	0.0934	-0.994
after global routing	319	1.31	73	0.0934	-0.369
after CTS	307	1.28	73	0.0897	-0.314
worst max-delay path by stage:
stage     slack [ns]  cells after the start  startpoint  endpoint
4_1_cts        -0.31                      7           b         y
5_1_grt        -0.37                      6           a         y
6_report       -0.32                      6           a         y
cell type report:
type / instances / area (um2)
multi-input combinational: 12 / 145
inverter: 3 / 13.8
tap: 46 / 57.6
fill: 405 / 3100
timing repair buffer: 12 / 103
placed cells by master (no fill, tap or decap):
master / instances
ha_1: 2
buf_8: 2
inv_4: 1
clkdlybuf4s50_1: 1
a21oi_1: 1
fa_2: 1
mux4_2: 1
fa_1: 1
mux2_1: 1
nor2_2: 1
dlygate4sd2_1: 2
buf_2: 3
inv_1: 2
buf_4: 4
nor3_1: 1
mux2i_1: 2
a21o_1: 1
Power figures rest on the tool's default switching activity, not on a simulated workload.

==> ./design.v <==
`timescale 1ns / 1ps
module magnitude(
    input wire [3:0] a,b,
    output reg a_greater_b,
    output reg a_lesser_b,
    output reg a_equal_b
    );
    always @ (*) begin
        a_greater_b=1'b0;
        a_lesser_b=1'b0;
        a_equal_b=1'b0;
        if(a<b)
        a_lesser_b=1'b1;
        else if (a>b)
        a_greater_b=1'b1;
        else if (a==b)
        a_equal_b=1'b1;
    end
endmodule
`timescale 1ns / 1ps
module top(
input wire [7:0] sw,
output wire [2:0] led
    );
    magnitude dut(
    .a(sw[3:0]),
    .b(sw[7:4]),
    .a_greater_b(led[0]),
    .a_lesser_b(led[1]),
    .a_equal_b(led[2])
    );
endmodule
==> ./run.sh <==
#!/bin/bash
# OpenROAD 26Q1-2900-gdf79404cd8, Yosys 0.63+post, stock flow scripts
make -C /OpenROAD-flow-scripts/flow DESIGN_CONFIG=/design/flow/config.mk WORK_HOME=/design/flow/orfs finish
==> ./config.mk <==
export PLATFORM = sky130hd
export DESIGN_NAME = top
export DESIGN_NICKNAME = top
export VERILOG_FILES = /design/flow/design.v
export SDC_FILE = /design/flow/constraint.sdc
export NUM_CORES = 4
export LEC_CHECK = 1
export CORE_AREA = 10 10 70 70
export DIE_AREA = 0 0 80 80
==> ./constraint.sdc <==
current_design top

set clk_period 2.9
set clk_io_pct 0.2

create_clock -name clk0 -period $clk_period

set non_clock_inputs [all_inputs -no_clocks]
set_input_delay [expr $clk_period * $clk_io_pct] -clock clk0 $non_clock_inputs
set_output_delay [expr $clk_period * $clk_io_pct] -clock clk0 [all_outputs]
==> flow_summary_export.csv <==
group,metric,value,unit
layout,fill_cells,406,
yosys,xor_area_share,0,%
yosys,common_cells,"inv_1 (5), ha_1 (4), buf_4 (3)",
yosys,yosys-mux-area-fraction,0,%
sta,layout_min_cycle_time,2.46,ns
detailed_routing,drtIter0Drc,2,
worst_setup_path,critPathKind,"in -> out",
yosys,largest_area_cell,"ha_1",
yosys,yosysWarningCount,1,
placed_design,place.gp.congestion,0.694,
layout,ff_count,0,
detailed_routing,routedWlPerCell,6.53,µm
sta,hold_viol,0,
worst_setup_path,cp.arrival,1.88,ns
outcome,run_status,"finished, final reports clean",
yosys,top_area_share,33.6,%
floorplanning,fp.dieW,80,µm
placed_design,place_inst,73,
sta,rsz0062_at_grt,"no",
sta,drv_slew,0,
yosys,synthAoiAreaFrac,21.0,%
yosys,syn-mean-instance-area,7.84,µm²
yosys,synth_cell_types,10,
detailed_routing,vias,140,
yosys,mappedNetlistArea,149,µm²
job,warnings,32,
grt,grt_pass1_wl,759,µm
sta,period_used_share,84.9,%
placed_design,io_buffers,11,
job,drv_cap,0,
worst_setup_path,cp.required,2.32,ns
sta,tns,0,ns
sta,fmax,406,MHz
layout,area_delta_synth_final,105,%
layout,drive_gt1_share,11.1,%
yosys,top_logic_kind,"adder cells",
yosys,ys_chip_area,149,µm²
yosys,most_common_cell,"inv_1",
detailed_routing,routed_via_density,1.92,
hold_path,hold_class,"in -> out",
clocking,ctsResizeCount,0,
power_and_ir_drop,leakage,0.156,nW
hold_path,min_from,"sw[7]",
worst_setup_path,crit_fanout,2,
clocking,cts_setup_buffers,0,
layout,num-clock-buffers,0,
layout,stdcell_count,73,
floorplanning,fp.coreArea,3420,µm²
sta,relSlewSlack,90.2,%
floorplanning,io_pins,11,
layout,seqCellArea,0,µm²
sta,whs,2.06,ns
yosys,yosys_cells,19,
detailed_routing,drt-pass1-iter-count,4,
power_and_ir_drop,peakVddDrop,48.0,µV
yosys,ys_top_cells_by_area,"ha_1 (34%), buf_4 (15%), inv_1 (13%)",
yosys,synthCells,19,
floorplanning,die_y,80,µm
yosys,ys_seq_share,0,%
detailed_routing,totalWireLength,477,µm
clocking,cts_hold_buf,0,
sta,worst_slew_pin_slew,0.147,ns
grt,grt_max_degree,4,
detailed_routing,insertedDiodeCount,0,
worst_setup_path,critPathCaptureType,"primary output",
yosys,synthAdderAreaFrac,33.6,%
floorplanning,die_area,6400,µm²
floorplanning,fp_util,4.36,%
hold_path,holdPathEnd,"led[0]",
power_and_ir_drop,power_density,127,nW/µm²
hold_path,holdPathStages,6,
grt,grt.overflow.total,0,
detailed_routing,drc_errors,0,
yosys,simple_gate_share,17.6,%
grt,grt_pass1_vias,158,
worst_setup_path,startpoint_type,"input port",
sta,setup_violations,0,
floorplanning,row_count,21,
detailed_routing,antenna_left,0,
grt,antenna_found_initial,0,
grt,grt_usage,1.48,%
==> worst max-delay path, cell delays in order <==
cell,delay [ns]
clkdlybuf4s50_1,0.46
inv_1,0.04
ha_1,0.28
nor2b_4,0.13
o211ai_2,0.15
and2_1,0.13
dlymetal6s2s_1,0.11
==> power by group <==
part | total (mW) | leakage [nW] | switching (mW) | internal [mW]
Clock | 0 | 0 | 0 | 0
Combinational | 0.0386 | 0.156 | 0.0136 | 0.0251
Sequential | 0 | 0 | 0 | 0
Total | 0.0386 | 0.156 | 0.0136 | 0.0251
==> worst max-delay path by stage <==
| stage | slack (ns) | from | to |
|---|---|---|---|
| after CTS | 0.03 | sw[7] | led[1] |
| after global routing | 0.35 | sw[5] | led[0] |
| final | 0.44 | sw[5] | led[1] |
==> stage by stage <==
stage	instance area [µm²]	util, %	worst slack (ns)	power (mW)
after floorplan	149	-	0.975	0.0213
after global placement	294	8.61	0.0728	0.0381
after detailed placement	294	8.61	0.0334	0.0391
after CTS	294	8.61	0.0293	0.0394
after global routing	305	8.94	0.347	0.0431
final	305	8.94	0.438	0.0386
==> cell usage in the layout (no fill, tap or decap), drive strengths merged <==
cell           n
a21oi          1
ha             4
nor2b          1
o211ai         1
a21boi         1
a31oi          1
clkdlybuf4s50  8
and2           1
dlymetal6s2s   3
inv            5
nand4          1
==> area by class of cell <==
| type | instances | area, µm² | area share [%] |
|---|---|---|---|
| inverters | 5 | 18.8 | 6.15 |
| multi-input cells | 11 | 111 | 36.5 |
| well taps | 46 | 57.6 | 18.9 |
| repair buffers | 11 | 118 | 38.5 |
==> metal layers <==
metal / routed length, µm / share of wire [%] / vias up / track usage (%)
met5: 0 / 0 / - / 0
met4: 0 / 0 / 0 / 0
met3: 47 / 9.9 / 0 / 0.568
met2: 67 / 14 / 11 / 1.28
met1: 363 / 76 / 52 / 2.83
li1: - / - / 77 / -
==> kinds of logic after synthesis <==
kind of cell | after synthesis
compound gates | 4
fa+ha+maj | 4
buf+inv | 8
simple gates | 3
Power and IR drop assume default switching activity.
